### flow/config.mk
export PLATFORM = sky130hd
export DESIGN_NAME = ALU
export DESIGN_NICKNAME = ALU
export VERILOG_FILES = /design/flow/design.v
export SDC_FILE = /design/flow/constraint.sdc
export NUM_CORES = 4
export LEC_CHECK = 1
export CORE_AREA = 10 10 104 104
export DIE_AREA = 0 0 114 114
### flow/constraint.sdc
current_design ALU

set clk_period 5.2
set clk_io_pct 0.2

create_clock -name clk0 -period $clk_period [get_ports {clk}]

set non_clock_inputs [all_inputs -no_clocks]
set_input_delay [expr $clk_period * $clk_io_pct] -clock clk0 $non_clock_inputs
set_output_delay [expr $clk_period * $clk_io_pct] -clock clk0 [all_outputs]
### flow/design.v
module ALU(
	input [3:0] a,b,
	input [5:0] op,
	input clk,
	output reg [7:0] out);
	always @(posedge clk) begin
			case(op)
				6'b111110: out = a + b;    
				6'b111101: out = a - b;    
				6'b111011: out = a / b;    
				6'b110111: out = b % a;    
				6'b101111: out = a % b;    
				6'b011111: out = b * a;    
				default: out = 255;
			endcase
		end
endmodule
module TOPPO(
	input [3:0] a,b,
	input [5:0] op,
	input reset_n,
	output [6:0] SEGS,
	output [2:0] SEL);
	wire [7:0] num;
	wire clkk;
	OSCH #("2.08") osc_int (					
			.STDBY(1'b0),							
			.OSC(clkk),							
			.SEDSTDBY()			
			);	
	LED_top top1(
		.reset_n(reset_n),
		.num(num),
		.clk(clkk),
		.SEGS(SEGS),
		.SEL(SEL));
	ALU alu(
		.a(a),
		.b(b),
		.clk(clkk),
		.op(op),
		.out(num));
endmodule
### flow/run.sh
#!/bin/bash
# OpenROAD 26Q1-2900-gdf79404cd8, Yosys 0.63+post, stock flow scripts
make -C /OpenROAD-flow-scripts/flow DESIGN_CONFIG=/design/flow/config.mk WORK_HOME=/design/flow/orfs finish
==> Slide: Implementation Results <==
Physical Implementation Snapshot

Status
  • Status: complete, but fails checks
  • Failing checks: setup timing

Final timing
  • Final hold slack: around 1.4 ns
  • Relative slew slack: 0.400
  • Endpoints failing setup: 8
  • Fin Setup TNS: -30.16 ns
  • Fin crit period: about 9.1 ns
  • Final hold vios: 0
  • Period utilization: 1.75
  • Worst Tran Pin Value: around 0.90 ns
  • RSZ-0062 raised after global routing: yes
  • Peak Freq: about 110 MHz
  • Max-slew violations: 0
  • Final worst slack: -3.89 ns

Setup path
  • WP depth: just under 50
  • Critical path origin: b[0]
  • Type of the worst setup path: in2reg
  • Critical Path RT: ~5.3 ns
  • Critical path's largest stage delay: 0.36 ns
  • Slowest-stage cell, CP: or3_1
  • Most common cell on crit path: o21a_1
  • Startpoint Class: primary input
  • Top delay family on crit path: AND-OR/OR-AND gates
  • Worst Setup EP: out[0]
  • Worst Path Arrival: 9.19 ns
  • CP Max Fanout: 5
  • CP Capture Type: register
  • CP bufs+invs: 1

Detailed routing
  • Drt pass-1 iters: 4
  • Drt wl/cell: ~14 microns
  • Vias: between 4000 and 5000
  • Vias per inst: roughly 5.3
  • DRT iter0 DRCs: 193
  • ANT nets after route: 0
  • Drt total wl: approximately 12000 microns
  • Remaining DRCs: 0
  • Antenna cells: 0

Finish
  • Fin util: 0.682
  • Flip-flop count of the largest register after layout: 8
  • Synthesis-to-finish area growth: 55.2%
  • Fillers: 663
  • Most numerous logic cell after layout: buf_4
  • Share of cells above drive strength 1: 0.399
  • Top Layout Cells: buf_4, ha_1, inv_1, o21a_1, nor2_1

Global routing
  • Overflow after GRT: 0
  • Largest net degree at the start of global routing: 13
  • Initial antenna violation count: 0
  • Met3 Usage GRT: 0.00851
  • Met1 Use GR: 0.250
  • Met2 GRT Util: 0.294
  • Number of global-route vias before repair: approximately 4100
  • Most used routing layer: met2
  • Total track usage: 0.175
  • First-pass GRT wire length: just under 20000 microns

Pwr
  • Worst vdd ir: 411 uV
  • Leak: 2.81 nW
  • Cell Pwr Density: around 340 mW/mm^2

Yosys
  • Top cells, area: ha_1, o21a_1, a21oi_1
  • Async set or reset register ratio after synthesis: 0
  • Mapped Cells: approximately 490
  • Synthesis-stage register bit count: 8
  • Area leader share: 0.243
  • Most common flop cell mapped by yosys: dfxtp_1
  • Sequential area share after synthesis: 0.0420
  • EDFF count, synth: 0
  • YS chip area: approximately 0.0038 sq mm
  • Cell total in the yosys stat output: 489
  • Synth unique cells: about 77
  • Mean post-synth cell area: a little under 8 sq um
  • Area leader, netlist: ha_1
  • Syn. warnings: 1
  • Cell area after synthesis: 0.00381 sq mm

Floorplan
  • I/O pin count: 23
  • Row count: 34
  • CORE AREA: ~0.0087 sq mm
  • FP Core Util: 0.439
  • Die Ht: 114 microns
  • Die area: between 0.01 and 0.015 sq mm
  • Chip width: around 110 microns

Place
  • GPL Wtd Cong: 0.949
  • Pre-CTS setup slack: -4.74 ns
  • HPWL after DPL: ~9300 microns
  • IO Port Bufs: 22

Clock network
  • Hold-fix buffers, CTS: 0
  • Clk slew on worst S/H paths: approximately 0.050 ns
  • Clock Tree Root: clkbuf_8
  • CTS Buffer Depth: 2
  • CTS tree: done
  • CTS H-tree lvls: 1
  • CTS Buf Count: 3
  • CTS Sinks: 8

Hold path
  • HP Class: in2reg
  • Worst Hold Launch: op[3]

Run
  • Tool warnings: 37
  • Max-cap viol count: 0
cells in the mapped netlist, types with 2 or more instances:
cell	count
ha_1	74
inv_1	37
nor2_1	34
a21oi_1	32
o21a_1	32
nand2_1	26
o21ai_0	25
nor3_1	19
mux2i_1	16
xnor2_1	14
nor2b_1	12
nand2b_1	10
dfxtp_1	8
nand3_1	8
or3_1	8
xor2_1	8
a21o_1	7
fa_1	7
o21ai_1	7
mux2_2	6
a22oi_1	4
nand3b_1	4
nand4_1	4
nor3b_1	4
o211ai_1	4
o21bai_1	4
o31ai_1	4
a31oi_1	3
and2_1	3
buf_2	3
mux2_1	3
mux2_4	3
o31a_1	3
a211oi_2	2
a221oi_1	2
a22o_1	2
and3_1	2
buf_1	2
clkbuf_1	2
nand4b_1	2
nor2_2	2
nor4_1	2
worst min-delay path, delay by kind of cell:
family / cells / cell delay [ns]
AND/OR/NAND/NOR: 1 / 0.20
buffers and inverters: 2 / 0.19
AND-OR/OR-AND: 1 / 0.10
XOR/XNOR: 1 / 0.06
logic make-up (layout without fill, tap and decap cells):
group / count (synthesis) / in the layout / share of synthesized area
AND/OR/NAND/NOR: 150 / 150 / 0.209
XOR/XNOR: 22 / 22 / 0.0505
adder cells (fa/ha/maj): 81 / 81 / 0.280
AND-OR/OR-AND: 153 / 153 / 0.284
flip-flops: 8 / 8 / 0.0420
multiplexers: 29 / 29 / 0.0863
other: 1 / 8 / 0.000984
buffers and inverters: 45 / 244 / 0.0473
repair_timing:
item	in CTS	in global routing
gates resized	53	42
endpoints found under the setup margin	8	8
pin swaps	41	45
setup buffers	29	13
metrics by stage:
step                      power (mW)  cell area [sq um]  std cells
after floorplan                 1.11               4040        496
after global placement          1.65               5380        758
after detailed placement        1.68               5380        758
after CTS                       1.90               5660        790
after global routing            2.21               5920        803
final                           2.01               5920        803
how the worst min path moves through the flow:
| stage | to | slack (ns) | cells past startpoint |
|---|---|---|---|
| 4_1_cts | out[1] | 1.42 | 4 |
| 5_1_grt | out[2] | 1.46 | 4 |
| 6_report | out[1] | 1.42 | 5 |
power breakdown:
group	switching, mW	internal (mW)
Clock	0.0246	0.0502
Sequential	0.00123	0.0662
Combinational	0.834	1.03
Total	0.860	1.15
routing by layer:
metal  vias up  part of all wire
li1       2231                 -
met1      1958              0.49
met5         -                 0
met3        10             0.033
met4         0             0.013
met2        61              0.47
cell type report:
type	instances	area (sq um)	share of cell area
multi-input combinational	443	3860	0.652
timing repair buffer	204	1580	0.267
sequential	8	160	0.0271
inverter	37	141	0.0239
tap	108	135	0.0228
clock buffer	3	41.3	0.00698
Power figures rest on the tool's default switching activity, not on a simulated workload.
